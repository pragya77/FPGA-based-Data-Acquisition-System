**design/flow/constraint.sdc**
```tcl
current_design two_adc

set clk_period 4.0
set clk_io_pct 0.2

create_clock -name clk0 -period $clk_period [get_ports {clk}]

set non_clock_inputs [all_inputs -no_clocks]
set_input_delay [expr $clk_period * $clk_io_pct] -clock clk0 $non_clock_inputs
set_output_delay [expr $clk_period * $clk_io_pct] -clock clk0 [all_outputs]
```
**design/flow/run.sh**
```bash
#!/bin/bash
# OpenROAD 26Q1-2900-gdf79404cd8, Yosys 0.63+post, stock flow scripts
make -C /OpenROAD-flow-scripts/flow DESIGN_CONFIG=/design/flow/config.mk WORK_HOME=/design/flow/orfs finish
```
**design/flow/config.mk**
```make
export PLATFORM = sky130hd
export DESIGN_NAME = two_adc
export DESIGN_NICKNAME = two_adc
export VERILOG_FILES = /design/flow/design.v
export SDC_FILE = /design/flow/constraint.sdc
export NUM_CORES = 4
export LEC_CHECK = 1
export CORE_UTILIZATION = 40
```
**design/flow/design.v**
```verilog
module two_adc(
	input clk,
	output TxD,
	output TxD_busy,
	output SCK,
	output reg SS1=0,
    output reg MOSI,
    input MISO,
	output SCK1,
	output reg SS2=0,
    output reg MOSI1,
    input MISO1
);
reg TxD_start;
reg [11:0]data;
reg [11:0]data1;
integer s1=1;
reg [2:0] m;
integer g=0;
reg [27:0] counter=0;
reg [9:0] code [0:4];
reg [9:0] voltage [0:4];
reg [9:0] power [0:4];
reg [2:0] d=001;
reg [2:0] d1=001;
integer s=1;
reg [9:0]p;
reg [7:0] TxD_data;
reg [7:0] TxD_data1;
reg [7:0]count1=0;
reg [7:0]count3=0;
integer i=9;
integer i1=9;
integer k=9;
integer j=4;
reg [2:0]count2;
reg [1:0]count4=0;
reg [9:0] memory1;
reg [9:0] memory2;
integer z=1;
integer y=1;
parameter ClkFrequency = 25000000;	 
parameter Baud = 115200;
generate
	if(ClkFrequency<Baud*8 && (ClkFrequency % Baud!=0)) ASSERTION_ERROR PARAMETER_OUT_OF_RANGE("Frequency incompatible with requested Baud rate");
endgenerate
wire BitTick;
BaudTickGen #(ClkFrequency, Baud) tickgen(.clk(clk), .enable(TxD_busy), .tick(BitTick));
reg [3:0] TxD_state = 0;
wire TxD_ready = (TxD_state==0);
assign TxD_busy = ~TxD_ready;
reg [7:0] TxD_shift = 0;
initial begin
SS1=0;
SS2=0;
m=0;
count2=0;
TxD_start=1;
end
always @(posedge clk)begin
m<=m+1;
end
assign SCK=m[2];
assign SCK1=m[2];
always@(negedge SCK)
begin
if(s==1)begin
if(d==000)begin
data=12'b000000011000;
end
else if(d==001)begin
data=12'b000000011001;
end
else if(d==010)begin
data=12'b000000011010;
end
else if(d==011)begin
data=12'b000000011011;
end
else if(d==100)begin
data=12'b000000011100;
end
else if(d==101)begin
data=12'b000000011101;
end
else if(d==110)begin
data=12'b000000011110;
end
else if(d==111)begin
data=12'b000000011111;
end
s=0;
end
MOSI = data[11];
data = data<<1;
if(count1>=13)begin
MOSI=1'bx;
end
end
always@(negedge SCK1)
begin
if(s1==1)begin
if(d1==000)begin
data1=12'b000000011000;
end
else if(d1==001)begin
data1=12'b000000011001;
end
else if(d1==010)begin
data1=12'b000000011010;
end
else if(d1==011)begin
data1=12'b000000011011;
end
else if(d1==100)begin
data1=12'b000000011100;
end
else if(d1==101)begin
data1=12'b000000011101;
end
else if(d1==110)begin
data1=12'b000000011110;
end
else if(d1==111)begin
data1=12'b000000011111;
end
s1=0;
end
MOSI1 = data1[11];
data1 = data1<<1;
if(count3>=13)begin
MOSI1=1'bx;
end
end
always@(posedge SCK)begin
  if(count1>14 && count1<25 && i>-1)begin
 memory1[i]<=MISO; 
  i<=i-1;
  end
  count1<=count1+1;
  if(count1==25)begin
   SS1<=1;
  end
end
always@(posedge SCK1)begin
  if(count3>14 && count3<25 && i1>-1)begin
 memory2[i1]<=MISO1; 
  i1<=i1-1;
  end
  count3<=count3+1;
  if(count3==25)begin
   SS2<=1;
  end
end
always @(posedge clk)
begin
if(count1>25)begin
   if(count2==0)begin
   TxD_data={memory1[7],memory1[6],memory1[5],memory1[4],memory1[3],memory1[2],memory1[1],memory1[0]};
  end 
 if(count2==1)begin
  TxD_data={g,g,g,g,g,g,memory1[9],memory1[8]};
  end
  if(count2==2)begin
   TxD_data={memory2[7],memory2[6],memory2[5],memory2[4],memory2[3],memory2[2],memory2[1],memory2[0]};
  end 
   if(count2==3)begin
  TxD_data={g,g,g,g,g,g,memory2[9],memory2[8]};
  end
  if(count2>3)begin
		TxD_start=0;
		end
	if(TxD_ready & TxD_start)
		TxD_shift <= TxD_data;
	else
	if(TxD_state[3] & BitTick)
		TxD_shift <= (TxD_shift >> 1);
	case(TxD_state)
		4'b0000: if(TxD_start) begin
		          TxD_state <= 4'b0100;
		          end
		4'b0100: if(BitTick)begin
		         TxD_state <= 4'b1000;   
		         end
		4'b1000: if(BitTick) begin
		         TxD_state <= 4'b1001;   
		         end
		4'b1001: if(BitTick)begin
		 TxD_state <= 4'b1010;   
		 end
		4'b1010: if(BitTick)begin
		 TxD_state <= 4'b1011;   
		 end
		4'b1011: if(BitTick)begin 
		TxD_state <= 4'b1100;   
		end
		4'b1100: if(BitTick)begin
		 TxD_state <= 4'b1101;   
		 end
		4'b1101: if(BitTick)begin TxD_state <= 4'b1110;   
		end
		4'b1110: if(BitTick)begin
		 TxD_state <= 4'b1111;   
		 end
		4'b1111: if(BitTick)begin
		 TxD_state <= 4'b0010;   
		end
		4'b0010: if(BitTick)begin
		 TxD_state <= 4'b0011;   
		 end
		4'b0011: if(BitTick) begin
		         TxD_state <= 4'b0000;   
		         count2<=count2+1;
		         end
		default: if(BitTick) TxD_state <= 4'b0000;
	endcase
end
end
assign TxD = (TxD_state<4) | (TxD_state[3] & TxD_shift[0]);   
endmodule 
module BaudTickGen(
	input clk, enable,
	output tick   
);
parameter ClkFrequency = 25000000;
parameter Baud = 115200;
parameter Oversampling = 1;
function integer log2(input integer v); begin log2=0; while(v>>log2) log2=log2+1; end endfunction
localparam AccWidth = log2(ClkFrequency/Baud)+8;   
reg [AccWidth:0] Acc = 0;
localparam ShiftLimiter = log2(Baud*Oversampling >> (31-AccWidth));   
localparam Inc = ((Baud*Oversampling << (AccWidth-ShiftLimiter))+(ClkFrequency>>(ShiftLimiter+1)))/(ClkFrequency>>ShiftLimiter);
always @(posedge clk) if(enable) Acc <= Acc[AccWidth-1:0] + Inc[AccWidth:0]; else Acc <= Inc[AccWidth:0];
assign tick = Acc[AccWidth];
endmodule 
```
==> results.sh <==
# physical design summary
export IMPL_setup_reg_to_reg_worst_slack_ps=1290
export IMPL_area_combinational_mm2=0.00430
export IMPL_cellLeakagePower_nw=3.26
export IMPL_synth_seq_share_pct=49.6
export IMPL_synth_cell_type_count=70
export IMPL_vias_per_cell=5.31
export IMPL_switchingPower_w=0.000149
export IMPL_critical_path_max_fanout=17
export IMPL_report_final_slew_viol_count=0
export IMPL_worst_path_buf_inv=1
export IMPL_dr_total_vias=6238
export IMPL_rsz0062_at_grt="false"
export IMPL_worst_r2r_endpoint="TxD_shift[3]"
export IMPL_criticalPathCategory="reg2reg"
export IMPL_utilization_pct=42.7
export IMPL_grt_busiest_layer="met1"
export IMPL_grt_start_max_net_pins=73
export IMPL_cp_slowest_cell="sky130_fd_sc_hd__a21oi_1"
export IMPL_final_seq_area_mm2=0.00455
export IMPL_hpwlAfterDp_um=11700
export IMPL_ys_sh_aoi_pct=7.98
export IMPL_insertion_delay_ps=270
export IMPL_cp_end_kind="register"
export IMPL_yosys_warnings=2
export IMPL_clk_transition_reported_paths_ps=60
export IMPL_initialDrtViolationCount=252
export IMPL_final_hold_viol_count=0
export IMPL_worst_clock_skew_ps=1.97
export IMPL_layout_cell_area_non_filler_mm2=0.00964
export IMPL_hold_end="m[0]"
export IMPL_mux_share_pct=3.94
export IMPL_unconstrained_endpoints=225
export IMPL_drt_drc_violations_left=0
export IMPL_nFillCells=2149
export IMPL_synth_avg_cell_area_um2=10.1
export IMPL_gr_usage_all_layers_pct=14.4
export IMPL_outcome="completed"
export IMPL_met2_demand_to_capacity_share_in_global_routing_pct=21.8
export IMPL_post_synth_inst_count=912
export IMPL_die_area_mm2=0.0235
export IMPL_synth_cellmix_adderShare_pct=2.46
export IMPL_synth_xor_area_share_pct=8.30
export IMPL_placed_cell_area_mm2=0.00949
export IMPL_sw_frac_of_total_pct=17.2
export IMPL_critical_path_cell_chain="inv_1 > ha_1 > o21a_1 > nand2_1 > a21oi_1"
export IMPL_rr_worst_depth=5
export IMPL_delay_heaviest_family_cp="AND-OR/OR-AND gates"
export IMPL_final_critical_path_setup_slack_ps=1290
export IMPL_ys_seq_elements=171
export IMPL_insertedDiodeCount=0
export IMPL_setup_total_negative_slack_ps=0
export IMPL_core_util_floorplan_pct=40.6
export IMPL_yosys_most_used_dff="sky130_fd_sc_hd__edfxtp_1"
export IMPL_die_h_um=153
export IMPL_first_pass_iters=4
export IMPL_power_ir_vdd_worst_v=0.000281
export IMPL_hold_path_depth=1
export IMPL_syn_area_mm2=0.00917
export IMPL_pwr_share_seq_pct=53.7
export IMPL_post_route_cells_drive_above_1_share_pct=6.29
export IMPL_cell_internal_pwr_w=0.000715
export IMPL_numCtsBuffers=5
export IMPL_routed_wire_length_um=16200
export IMPL_count_of_input_and_output_buffers=10
export IMPL_number_of_failing_setup_endpoints_in_the_final_timing_report=0
export IMPL_clock_power_share_pct=45.4
export IMPL_clock_tree_buffer_depth=2
export IMPL_fmaxAchievable_mhz=368
export IMPL_yosysCellCount=912
export IMPL_worstHoldPathType="reg2reg"
export IMPL_placeableCoreArea_mm2=0.0226
export IMPL_dieWidth_um=153
export IMPL_htree_levels=2
export IMPL_io_pins=11
export IMPL_period_minus_slack_ps=2710
export IMPL_grt_pass1_vias=5687
export IMPL_required_ps=3900
export IMPL_residual_antenna_violating_net_count_after_detailed_routing=0
export IMPL_met1_usage_pct=24.5
export IMPL_cts_tree="built"
export IMPL_synthTopLogicFamily="simple AND/OR/NAND/NOR gates"
export IMPL_arrival_ps=2620
export IMPL_enable_flop_cells=112
export IMPL_placementRows=55
export IMPL_tool_warnings=35
export IMPL_synth_top_cell_by_count="sky130_fd_sc_hd__edfxtp_1"
export IMPL_power_per_cell_area_mw_per_mm2=89.6
export IMPL_simple_logic_cell_fraction_of_the_synthesized_area_pct=23.9
export IMPL_max_slew_margin_pct=42.9
export IMPL_grt_remaining_overflow=0
export IMPL_grtUsageMet3_pct=2.08
export IMPL_grt_first_pass_wirelength_um=27400
export IMPL_syn_to_final_growth_pct=5.14
export IMPL_unclocked_regs=128
export IMPL_timing_final_crit_share_pct=67.8
export IMPL_postCtsSetupRepairBufs=0
export IMPL_chip_area_yosys_mm2=0.00917
export IMPL_largest_area_cell="sky130_fd_sc_hd__edfxtp_1"
export IMPL_place_worst_setup_slack_ps=1280
export IMPL_worstReg2RegStart="count2[2]"
export IMPL_worstSetupStartpointType="register"
export IMPL_crit_path_max_incr_delay_ps=720
export IMPL_synth_top_area_share_pct=36.7
export IMPL_synth_async_sr_flop_share_pct=0
export IMPL_cts_root_buf="sky130_fd_sc_hd__clkbuf_16"
export IMPL_routed_wire_length_per_instance_um=13.8
export IMPL_min_delay_start="m[0]"
export IMPL_synth_area_top_cells="sky130_fd_sc_hd__edfxtp_1 37%, sky130_fd_sc_hd__dfxtp_1 13%, sky130_fd_sc_hd__xnor2_1 4.3%, sky130_fd_sc_hd__xor2_1 3.8%, sky130_fd_sc_hd__nor2_1 3.8%"
export IMPL_postCtsHoldBufs=0
export IMPL_synth_top_cells_by_count="112 x sky130_fd_sc_hd__edfxtp_1, 93 x sky130_fd_sc_hd__nor2_1, 70 x sky130_fd_sc_hd__nand2_1, 59 x sky130_fd_sc_hd__dfxtp_1, 45 x sky130_fd_sc_hd__xnor2_1"
export IMPL_post_cts_resize_count=0
export IMPL_max_slew_worst_pin_slew_ps=851
export IMPL_routabilityCongestion=0.841
export IMPL_antenna_found_initial=0
export IMPL_timing_max_cap_violations=0
export IMPL_pwr_share_comb_pct=0.9
## worst max-delay path by stage
stage,startpoint,to,slack [ps],depth (start not counted)
global route,count2[2],TxD_shift[2],1080,5
finish,count2[2],TxD_shift[3],1290,5
CTS,count2[2],TxD_shift[4],1270,5
## worst register-to-register path: stages (launching register included)
cell and delay, ps:
sky130_fd_sc_hd__edfxtp_1 480, sky130_fd_sc_hd__inv_1 100, sky130_fd_sc_hd__ha_1 520, sky130_fd_sc_hd__o21a_1 230
sky130_fd_sc_hd__nand2_1 290, sky130_fd_sc_hd__a21oi_1 720
## placed cells by master, fill, tap and decap left out, types with 8 or more instances in the layout
cell                                n
sky130_fd_sc_hd__a21oi_1           30
sky130_fd_sc_hd__clkdlybuf4s50_1   10
sky130_fd_sc_hd__dfxtp_1           58
sky130_fd_sc_hd__edfxtp_1         112
sky130_fd_sc_hd__ha_1              18
sky130_fd_sc_hd__inv_1             38
sky130_fd_sc_hd__mux2_1             9
sky130_fd_sc_hd__mux2_2            16
sky130_fd_sc_hd__mux2i_1            8
sky130_fd_sc_hd__nand2_1           70
sky130_fd_sc_hd__nand2b_1           9
sky130_fd_sc_hd__nand3_1           35
sky130_fd_sc_hd__nand4_1           20
sky130_fd_sc_hd__nor2_1            93
sky130_fd_sc_hd__nor2b_1           31
sky130_fd_sc_hd__nor3_1            42
sky130_fd_sc_hd__nor4_1            34
sky130_fd_sc_hd__o21ai_0           20
sky130_fd_sc_hd__or2_2              8
sky130_fd_sc_hd__or3_1             16
sky130_fd_sc_hd__or4_1              9
sky130_fd_sc_hd__xnor2_1           45
sky130_fd_sc_hd__xor2_1            40
## cell families (layout without fill, tap and decap cells)
| family | after synthesis | in the layout |
|---|---|---|
| flops | 171 | 171 |
| simple gates | 408 | 408 |
| mux | 33 | 33 |
| other cells | 2 | 4 |
| compound gates | 108 | 108 |
| fa+ha+maj | 18 | 18 |
| xor+xnor | 86 | 86 |
| buf+inv | 86 | 62 |
## final cells by class
cell class	count	share of cell area, %
clock inverters	1	0.0519
repair buffers	16	1.51
clock buffers	7	1.48
flip-flops and latches	171	47.2
multi-input cells	657	44.6
well taps	285	3.70
inverters	38	1.48
## power by group through the flow
stage	Combinational (W)	Sequential (W)	Clock [W]
4_1_cts	0.00000833	0.000463	0.000404
5_1_grt	0.00000923	0.000463	0.000428
6_report	0.00000806	0.000463	0.000392
## layer usage
layer,vias up,share of wire [%]
met5,-,0
met4,0,0.30
met3,5,3.0
met2,76,44
met1,2914,53
li1,3243,-
## stage by stage
step | total power, W | std cells | hold WS (ps)
2_1_floorplan | 0.000478 | 914 | 357
6_report | 0.000864 | 1175 | 384
4_1_cts | 0.000876 | 1175 | 389
3_3_place_gp | 0.000481 | 1167 | 366
5_1_grt | 0.000900 | 1175 | 412
3_5_place_dp | 0.000481 | 1167 | 375
## registers in the layout, indices dropped and copies added (netlist names), 10 cells and up
signal / flops
data: 11
data1: 11
i: 32
i1: 32
memory1: 10
memory2: 10
tickgen.Acc: 16
Power and IR drop assume default switching activity.
